==> design/flow/design.v <==
module OverCurrent (
    input clk,
    input overide,
    output reg enA_OC, enB_OC
);
integer Dbounce = 0;
integer OCtimer = 0;
reg OCreset = 0;
reg [0:29]count = 0;
always@(posedge clk)begin
    count = count + 1;
    if(count >= 100000000)begin
        Dbounce = 0;
        count = 0;
    end
        if(overide)begin
            Dbounce = Dbounce + 1;
            if(Dbounce >= 40000000)begin
                Dbounce = 0;
                OCreset = 1;
            end
        end
    if(OCreset)begin
        OCtimer = OCtimer + 1;
        if(OCtimer >= 300000000)begin
            OCreset = 0;
            OCtimer = 0;
        end
    end
    enA_OC = (OCreset == 0) ? 1:0;
    enB_OC = (OCreset == 0) ? 1:0;
end 
endmodule
==> design/flow/run.sh <==
#!/bin/bash
# OpenROAD 26Q1-2900-gdf79404cd8, Yosys 0.63+post, stock flow scripts
make -C /OpenROAD-flow-scripts/flow DESIGN_CONFIG=/design/flow/config.mk WORK_HOME=/design/flow/orfs finish
==> design/flow/config.mk <==
export PLATFORM = sky130hd
export DESIGN_NAME = OverCurrent
export DESIGN_NICKNAME = OverCurrent
export VERILOG_FILES = /design/flow/design.v
export SDC_FILE = /design/flow/constraint.sdc
export NUM_CORES = 4
export LEC_CHECK = 1
export CORE_UTILIZATION = 30
==> design/flow/constraint.sdc <==
current_design OverCurrent

set clk_period 14.8
set clk_io_pct 0.2

create_clock -name clk0 -period $clk_period [get_ports {clk}]

set non_clock_inputs [all_inputs -no_clocks]
set_input_delay [expr $clk_period * $clk_io_pct] -clock clk0 $non_clock_inputs
set_output_delay [expr $clk_period * $clk_io_pct] -clock clk0 [all_outputs]
==> flow_summary.json <==
{
  "r2r_slack_ns": 8.96,
  "avgSynthCellArea_um2": 8.42,
  "finalHoldViolations": 0,
  "postSynthSeqShare_pct": 38.1,
  "yosys_most_used_dff": "dfxtp_1",
  "portBuffers": 3,
  "numClockSinks": 96,
  "ys.flops": 96,
  "hp-start": "count[29]",
  "synth_cell_types": 73,
  "routedWlPerCell_um": 12.8,
  "die_area_um2": 20200,
  "coreArea_um2": 19000,
  "initCoreUtil_pct": 31.1,
  "rsz0062_at_grt": "false",
  "fin_util_pct": 33.7,
  "reg2reg_to": "OCtimer[21]",
  "num_vias": 4763,
  "tightest_slew_ns": 0.834,
  "timing.final.ws_setup_ns": 8.96,
  "hold-path-endpoint": "count[29]",
  "place_congestion": 0.864,
  "ys_top_cells_by_area": "dfxtp_1, edfxtp_1, xor2_1",
  "synth_area_um2": 5890,
  "finalNonFillerCells": 947,
  "grt_max_degree": 50,
  "ant_nets": 0,
  "path_class": "flop to flop",
  "globalRouteMet3Util_pct": 2.06,
  "drc_errors": 0,
  "grt_pass1_wl_mm": 21.1,
  "antenna_cells": 0,
  "post-cts-setup-buffers": 0,
  "dieWidth_um": 142,
  "drtPass1Iterations": 4,
  "r2r-start": "count[27]",
  "cts_resized": 0,
  "drt_wl_total_mm": 12.2,
  "use_met2_pct": 19.7,
  "finalCritPeriodShare_pct": 39.5,
  "cts_tree": "built",
  "vdd_drop_max_v": 0.0000555,
  "arrival_ns": 5.81,
  "hold_buffers": 0,
  "ys_cells": 699,
  "finalSetupViolCount": 0,
  "tool_warnings": 27,
  "drive_gt1_share_pct": 6.11,
  "min_path_cells": 1,
  "p_per_area_nw_per_um2": 79.1,
  "synth.top_cell.area_share_pct": 21.8,
  "yosysWarnings": 1,
  "netlist_instances": 699,
  "drtIter0Drc": 325,
  "p_leak_nw": 1.96,
  "clk_pin_slew_worst_paths_ns": 0.07,
  "clock.latency.late_pin_ns": 0.35,
  "dp_slack_ns": 8.95,
  "grtUsageTotal_pct": 12.8,
  "cp_max_fo": 32,
  "status": "completed",
  "grt_overflow": 0,
  "hold_path_class": "flop to flop",
  "timing.fmax_ghz": 0.171,
  "dp_cells": 931,
  "gr-usage-met1_pct": 19.8,
  "busiest_layer": "met1",
  "min_period_ns": 5.84,
  "edf_count": 32,
  "worst_setup_path_start_kind": "flop",
  "top_area_cell": "dfxtp_1",
  "num_rows": 50,
  "cp-end-kind": "flop",
  "ctsLongestPathBuffers": 2,
  "finalMaxSlewViolations": 0,
  "cap_viol_max_count": 0,
  "tns_ns": 0,
  "async_reset_ff_share_pct": 0,
  "io_pins": 4,
  "required_ns": 14.77,
  "cts_htree_levels": 3,
  "grt_pass1_vias": 4297,
  "cts_buffers": 9,
  "yosysChipArea_um2": 5890,
  "dp_hpwl_mm": 8.27,
  "routed_via_density": 5.03,
  "relSlewSlack_pct": 43.9,
  "cts_root_buffer": "clkbuf_16",
  "grt_antenna_before_repair": 0,
  "area_growth_pct": 8.46,
  "fin_skew_ns": 0.0138,
  "die-height_um": 142,
  "reg2regPathDepth": 18
}
final cells by class:
cell class                      instances  area (um^2)
Fill cell                            1968        12600
Multi-Input combinational cell        554         3420
Sequential cell                        96         2240
Tap cell                              260          325
Clock buffer                           10          229
Clock inverter                          6         61.3
Inverter                               15         56.3
Timing Repair Buffer                    6         52.6
cell usage in the layout, fill, tap and decap left out, drive strengths merged, types with 5 or more instances in the layout:
cell,count
and2,9
nand3,48
nor2,112
nor4,13
o21ai,21
clkbuf,10
nand4,34
or3,10
nand2,65
dfxtp,64
xor2,50
nor2b,6
o2111ai,5
a21oi,29
xnor2,28
nor3,17
inv,18
nand4b,6
and3,16
edfxtp,32
and4,15
flip-flops by register name (all words and copies together), names as in the netlist:
name	count
enB_OC	1
OCtimer	32
count	30
Dbounce	32
OCreset	1
Yosys cell counts (5+ instances only):
library cell	count
buf_2	14
inv_1	14
o2111ai_1	5
nor2_1	112
and4_1	13
nor3_1	15
and2_1	6
nand4_1	31
xnor2_1	28
o21ai_0	21
nor4_1	9
clkbuf_1	15
a21oi_1	29
nand4b_1	6
dfxtp_1	64
xor2_1	50
or3_1	10
edfxtp_1	32
nand2_1	65
and3_1	16
nand3_1	46
nor2b_1	6
critical path, cell delays in order, from the launching register on:
cell and delay (ns):
dfxtp_1 0.41, and4_1 0.31, and2_0 0.33, nand4_1 0.25, nor3_1 0.23, xnor2_1 0.19, o2111ai_1 0.14, a31o_2 0.28
nor2_1 0.10, ha_1 0.44, inv_1 0.22, nor4_4 0.60, and4_1 0.34, xor2_1 0.09, nor3_1 0.22, o211ai_2 0.18
and2_4 0.25, nor3_2 0.19, or2_2 0.68
metal layers:
metal / up-vias / routed length (um) / share of wire (%)
met5: - / 0 / 0
met4: 0 / 178 / 1.5
met3: 11 / 357 / 2.9
met2: 53 / 5380 / 44
met1: 2209 / 6230 / 51
li1: 2490 / - / -
power breakdown:
group / switching, W / internal [W]
sequential: 0.000000510 / 0.000271
clock: 0.000108 / 0.000119
combinational: 0.00000526 / 0.00000172
cell families (layout without fill, tap and decap cells):
kind of cell / after synthesis / count (layout) / synth area share [%]
xor gates and xnor gates: 78 / 78 / 11.6
buffers and inverters: 51 / 37 / 4.08
DFF: 96 / 96 / 38.1
other: 1 / 3 / 0.0637
muxes: 2 / 2 / 0.340
AOI/OAI and AO/OA: 99 / 99 / 11.3
adders and majority gates: 4 / 4 / 0.850
and+or+nand+nor: 368 / 368 / 33.7
stage by stage:
stage	cell area, um^2	total power (W)	hold WS, ns
3_5_place_dp	6100	0.000285	0.451
5_1_grt	6390	0.000528	0.492
6_report	6390	0.000505	0.461
4_1_cts	6390	0.000515	0.468
2_1_floorplan	5900	0.000283	0.426
3_3_place_gp	6100	0.000285	0.448
worst max path at each step:
stage          from           to  slack [ns]  cells past startpoint
6_report  count[27]  OCtimer[21]        8.96                     18
4_1_cts   count[27]  OCtimer[21]        8.92                     18
5_1_grt   count[27]  OCtimer[21]        8.40                     18
Power is estimated from default activity; no workload was simulated.
