`config.mk`:
```
export PLATFORM = sky130hd
export DESIGN_NAME = PWM_Generator_Find
export DESIGN_NICKNAME = PWM_Generator_Find
export VERILOG_FILES = /design/flow/design.v
export SDC_FILE = /design/flow/constraint.sdc
export NUM_CORES = 4
export LEC_CHECK = 1
export CORE_AREA = 10 10 81 81
export DIE_AREA = 0 0 91 91
```
`constraint.sdc`:
```
current_design PWM_Generator_Find

set clk_period 3.2
set clk_io_pct 0.2

create_clock -name clk0 -period $clk_period [get_ports {clk}]

set non_clock_inputs [all_inputs -no_clocks]
set_input_delay [expr $clk_period * $clk_io_pct] -clock clk0 $non_clock_inputs
set_output_delay [expr $clk_period * $clk_io_pct] -clock clk0 [all_outputs]
```
`design.v`:
```
module PWM_Generator_Find(
    input clk,
    output PWM_R_F, PWM_L_F,
    output PWM_R_R, PWM_L_R,
    output PWM_R_L, PWM_L_L
);
    reg PWM_R_F_out =0;
    reg PWM_L_F_out =0;
    reg PWM_R_R_out =0;
    reg PWM_L_R_out =0;
    reg PWM_R_L_out =0;
    reg PWM_L_L_out =0;
    reg [19:0] width_40 = 20'd400000;
    reg [19:0] width_75 = 20'd750000;
    reg [19:0] width_80 = 20'd800000;
    reg [19:0] count = 0;
    always@(posedge clk) begin
        count = count + 1;
        if(count < width_75) begin
            PWM_R_F_out = 1;
        end
        else begin
            PWM_R_F_out = 0;
        end
        if(count < width_75) begin
            PWM_L_F_out = 1;
        end
        else begin
            PWM_L_F_out = 0;
        end
        if(count < width_40) begin
            PWM_R_R_out = 1;
        end
        else begin
            PWM_R_R_out = 0;
        end
        if(count < width_80) begin
            PWM_L_R_out = 1;
        end
        else begin
            PWM_L_R_out = 0;
        end
        if(count < width_80) begin
            PWM_R_L_out = 1;
        end
        else begin
            PWM_R_L_out = 0;
        end
        if(count < width_40) begin
            PWM_L_L_out = 1;
        end
        else begin
            PWM_L_L_out = 0;
        end
end
        assign PWM_R_F = PWM_R_F_out;
        assign PWM_L_F = PWM_L_F_out;
        assign PWM_R_R = PWM_R_R_out;
        assign PWM_L_R = PWM_L_R_out;
        assign PWM_R_L = PWM_R_L_out;
        assign PWM_L_L = PWM_L_L_out;
endmodule
```
`run.sh`:
```
#!/bin/bash
# OpenROAD 26Q1-2900-gdf79404cd8, Yosys 0.63+post, stock flow scripts
make -C /OpenROAD-flow-scripts/flow DESIGN_CONFIG=/design/flow/config.mk WORK_HOME=/design/flow/orfs finish
```
==> results.txt <==
Results of the flow run.

The worst register-to-register path has a depth of 7. The launch point of the worst min-delay path is recorded as count[0]. The final period utilization stands at 69.62%. Among all flip-flop cells after synthesis, the most frequent one is sky130_fd_sc_hd__dfxtp_1. Averaged over all synthesized cells, the footprint is 9.503 µm². The maximum clock frequency stands at 0.4488 GHz. The cell-mix breakdown from Yosys lists the XOR/XNOR area share as 13.37%. Ranking logic cells in the layout by count gives the top entries sky130_fd_sc_hd__dfxtp_1 (23), sky130_fd_sc_hd__xnor2_1 (11), sky130_fd_sc_hd__nand3_1 (8), sky130_fd_sc_hd__xor2_1 (8), sky130_fd_sc_hd__nand2_1 (8). The first global-routing pass estimated 3919 µm of wire.

The share of the core area taken by cells at floorplan is 25.84%. Multiplexer cells account for 0.8040% of the synthesized area. TritonCTS built the clock tree.

The synthesized design contains 23 register bits. Per the final report, max-transition violations number 0. Looking at the reg2reg group, the worst path starts from count[0]. The OpenROAD warning count stands at 25.

The chip occupies 8281 µm². The largest single stage delay on the critical path is 0.45 ns. The worst-case register-to-register setup slack stands at 0.97 ns. The switching power share of the total stands at 20.04%. The signal arrival time at the worst endpoint stands at 2.43 ns. The layout overhead on the synthesized area stands at 8.744%. The floorplan has 25 rows. The final setup violation count stands at 0. The CTS sink count stands at 23. For reference, the critical path cell chain is ha_1 > nand3_4 > nor4_4 > mux2i_1 > a22oi_1 > a311o_1 > a31oi_1. The number of nets with antenna violations after detailed routing stands at 0. The sequential share of power stands at 61.3%. The overall power consumption stands at 0.0004661 W.

The maximum number of pins on one net before global-route repair stands at 14. Once iteration 0 of detailed routing completed, the report listed 70 DRC markers. The internal power of the cells stands at 0.0003727 W. Per report_power, the combinational group accounts for 0% of the total. On the critical path, the stage with the largest delay is an instance of sky130_fd_sc_hd__dfxtp_1. The insertion delay at the late pin of the worst-skew pair stands at 0.26 ns.

The flow ran to the end, and the final reports show no timing, DRC or antenna violations. STA reports the tightest min-delay check as being of type reg2reg. The sum of negative setup slack stands at 0 ns. Synthesis produced 131 cells. The final report lists a non-filler cell total of 198. In this run the maximum-capacitance check reported violations numbering 0. The detail-routed net length per standard cell stands at 11.11 µm.

The half-perimeter wire length after placement stands at 1614 µm. STA classifies the critical path startpoint as a flop. In this run the power spent charging and discharging nets is 0.00009342 W.

Counting the buffers created by CTS gives 3. After detailed placement, the design holds a cell count of 194. The wire length after detailed routing stands at 2199 µm. Yosys attributes the largest share of cell area to sky130_fd_sc_hd__dfxtp_1 (37%), sky130_fd_sc_hd__xnor2_1 (7.7%), sky130_fd_sc_hd__xor2_1 (5.6%), sky130_fd_sc_hd__nand4_4 (3.4%), sky130_fd_sc_hd__nand3_1 (3.2%). For this design, the CTS-stage hold fixing added 0 buffers. The simple-gate share of the synthesized area stands at 28.24%.

Per the OpenROAD power report, leakage power amounts to 0.4819 nW. The flow reported a cell area power density of 344.3 nW/µm². The number of buffers inserted to repair setup after CTS stands at 0.

The largest fanout on the critical path stands at 8. The unique cell type count in the Yosys netlist stands at 45. The worst relative slew slack stands at 72.15%. The transition time at the pin with the least slew margin stands at 0.4147 ns. The antenna diode count stands at 0. STA classifies the critical path endpoint as a flop. In this run the clock root is driven by a sky130_fd_sc_hd__clkbuf_8. The worst-case IR drop observed on VDD is 185.4 µV. The endpoint required time on the critical path stands at 3.40 ns. Per the layout area report, the register area comes to 460.4 µm². The final timing report derives a shortest allowable period of 2.228 ns. Measured along the y axis, the die boundary spans 91 µm.

The area taken by multi-input combinational cells is reported as 691.9 µm². Summing over every cut layer, the via total after detailed routing is 900. The number of cells upsized or downsized after cts stands at 0.

The proportion of synthesized chip area in sequential cells stands at 36.98%. Summed over all layers, the global routing overflow is 0. The synthesis report lists the Yosys warning total as 1. The number of global-route vias before repair stands at 853. The number of design rule violations left after detail routing stands at 0. The buffer levels on the longest clock path stands at 2. In this run, the clock network consumes 38.7% of the power. For this run, the detailed router's first-pass iteration total came to 4.

In the setup report, the worst path falls into the class reg2reg. The count of buffers inserted at the top-level ports stands at 6. The area of the core region stands at 4817 µm². The hold path depth stands at 1.

The fraction of final layout cells with drive strength greater than 1 stands at 9.924%. 7 I/O pins were placed. The number of flops mapped to enable cells by yosys stands at 0. The summed standard-cell area reported by yosys stands at 1245 µm². The ratio of routed vias to standard cells stands at 4.545. In the synthesized netlist, the dominant kind of combinational cell is simple AND/OR/NAND/NOR gates.

The final timing report lists clock skew as 0.003638 ns. The share of the synthesized area in the top cell type stands at 36.98%. After its last routability iteration, the placer logged a weighted congestion of 0.7848. The worst register-to-register path ends at PWM_R_R_out.

Per the cell usage report, the commonest logic cell in the layout is sky130_fd_sc_hd__dfxtp_1. Summing the areas of all fa, ha and maj instances in the mapped netlist gives 1.005% of the synthesized area. Hold-check failures listed in the final report amount to 0.

The utilization of the core after routing stands at 28.10%. The die outline width stands at 91 µm. The initial antenna violation count was 0. Before any placement, the netlist area is recorded as 1245 µm². Setup repair after global routing left no endpoint under its margin. The layout has 540 filler cells. The async set-reset flop share out of synthesis stands at 0%.

The and-or/or-and share of the synthesized area stands at 12.16%. The cell type that accounts for the most area after synthesis is sky130_fd_sc_hd__dfxtp_1. Total global-route track usage over all layers is 5.472%. The H-tree depth stands at 1.

The timing report gives the clock slew at the launch and capture registers of the worst setup and hold paths as 0.08 ns. The endpoint of the worst hold path is reported as count[0]. After synthesis, the design contains 131 cells according to Yosys.
worst max path at each step:
stage,from,end,slack (ns),cells after the start
after CTS,count[0],PWM_R_R_out,0.97,7
after global routing,count[0],PWM_R_R_out,0.74,7
final,count[0],PWM_R_R_out,0.97,7
per-layer routing:
metal | routed length, µm | global-route usage (%) | vias to the layer above | part of all wire (%)
li1 | - | - | 468 | -
met1 | 1157 | 7.806 | 417 | 53
met2 | 915 | 8.115 | 13 | 42
met3 | 119 | 1.992 | 2 | 5.4
met4 | 6 | 0.3916 | 0 | 0.27
met5 | 0 | 0 | - | 0
cells in the mapped netlist (4+ instances only):
| library cell | number |
|---|---|
| sky130_fd_sc_hd__nand3_1 | 8 |
| sky130_fd_sc_hd__xor2_1 | 8 |
| sky130_fd_sc_hd__a21oi_1 | 4 |
| sky130_fd_sc_hd__nor3_1 | 4 |
| sky130_fd_sc_hd__dfxtp_1 | 23 |
| sky130_fd_sc_hd__nor2_1 | 7 |
| sky130_fd_sc_hd__nand2_1 | 8 |
| sky130_fd_sc_hd__buf_4 | 4 |
| sky130_fd_sc_hd__xnor2_1 | 11 |
flip-flops by register name, indices dropped and copies added (netlist names):
signal       flops
count           20
PWM_L_R_out      1
PWM_R_F_out      1
PWM_R_R_out      1
power groups by stage:
stage         clock [W]  combinational, W  sequential, W
finish         0.000180    0.000000000271       0.000286
CTS            0.000190    0.000000000271       0.000286
global route   0.000200    0.000000000271       0.000286
stage by stage:
step	area [µm²]	hold WS, ns	worst slack, ns
CTS	1354	0.4732	0.9738
global placement	1308	0.4483	1.054
finish	1354	0.4738	0.9721
global route	1354	0.4913	0.7397
floorplan	1245	0.4320	1.160
detailed placement	1308	0.4551	1.007
critical path, delay by kind of cell (launching register included):
family                   cells  cell delay (ns)
AND-OR/OR-AND                3             0.61
multiplexers                 1             0.23
flip-flops                   1             0.45
AND/OR/NAND/NOR              2             0.57
adder cells (fa/ha/maj)      1             0.29
kinds of logic (layout without fill, tap and decap cells):
| kind of cell | count (synthesis) | after routing |
|---|---|---|
| adder cells (fa/ha/maj) | 1 | 1 |
| flip-flops | 23 | 23 |
| XOR/XNOR | 19 | 19 |
| AND-OR/OR-AND | 22 | 22 |
| buffers and inverters | 13 | 13 |
| multiplexers | 1 | 1 |
| AND/OR/NAND/NOR | 52 | 52 |
layout make-up:
| type | instances | share of cell area [%] |
|---|---|---|
| Clock buffer | 3 | 3.050 |
| Clock inverter | 1 | 0.3697 |
| Inverter | 3 | 0.8318 |
| Multi-Input combinational cell | 95 | 51.11 |
| Sequential cell | 23 | 34.01 |
| Tap cell | 67 | 6.192 |
| Timing Repair Buffer | 6 | 4.436 |
No activity file was given, so power comes from the tool's default toggle rates.
