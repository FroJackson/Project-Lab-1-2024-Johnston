--- config.mk ---
export PLATFORM = sky130hd
export DESIGN_NAME = Start_Stop_Find_Ball
export DESIGN_NICKNAME = Start_Stop_Find_Ball
export VERILOG_FILES = /design/flow/design.v
export SDC_FILE = /design/flow/constraint.sdc
export NUM_CORES = 4
export LEC_CHECK = 1
export CORE_UTILIZATION = 50
--- constraint.sdc ---
current_design Start_Stop_Find_Ball

set clk_period 9.0
set clk_io_pct 0.2

create_clock -name clk0 -period $clk_period [get_ports {clk}]

set non_clock_inputs [all_inputs -no_clocks]
set_input_delay [expr $clk_period * $clk_io_pct] -clock clk0 $non_clock_inputs
set_output_delay [expr $clk_period * $clk_io_pct] -clock clk0 [all_outputs]
--- design.v ---
module Start_Stop_Find_Ball(
    input RvL,
    input clk,
    input PWM_R_F,
    input PWM_L_F,
    input PWM_R_R,
    input PWM_L_R,
    input PWM_R_L,
    input PWM_L_L,
    output FIND_IN_1,
    output FIND_IN_2,
    output FIND_IN_3,
    output FIND_IN_4,
    output PWM_R,
    output PWM_L,
    output en_A_Find,
    output en_B_Find,
    output R_final_signal,  
    output L_final_signal
    );
reg sample = 1;           
reg sample_NEW = 1;
reg [28:0]turn_timer = 0;     
reg [28:0]forward_timer = 0;   
reg start_turn = 0;    
reg start_turn_NEW = 0;
reg Turn_V_Straight = 0;
reg Turn_V_Straight_NEW = 0;
reg [28:0]Right_Tracker = 0;
reg [28:0]Left_tracker = 0;
reg [28:0]sample_count = 0;
parameter [1:4]Forward_IN = 4'b0110;
reg [1:4]Turn_IN = 4'b0000;
reg [1:4]Turn_IN_NEW = 4'b0000;
reg Right_final = 0;
reg Left_final = 0;
reg Right_final_NEW = 0;
reg Left_final_NEW = 0;
always@(posedge clk)begin
    if (sample) begin
        sample_count = sample_count + 1;
        if (~RvL) begin
            Left_tracker = Left_tracker + 1;
        end
        if(RvL) begin
            Right_Tracker = Right_Tracker + 1;
        end
        if (sample_count >= 100000000)begin
          if (Left_tracker > Right_Tracker) begin
            Turn_IN_NEW <= 4'b0101;
            start_turn_NEW = 1;
            sample_NEW = 0;
            sample_count <= 0;
            Right_final_NEW = 0;
            Left_final_NEW = 1;
            Left_tracker = 0;
            Right_Tracker = 0;
            end
          if (Left_tracker < Right_Tracker)begin
            Turn_IN_NEW <= 4'b1010;
            start_turn_NEW = 1;
            sample_NEW = 0;
            sample_count <= 0;
            Right_final_NEW = 1;
            Left_final_NEW = 0;
            Left_tracker = 0;
            Right_Tracker = 0;
           end
        end
    end    
if (start_turn)begin
   turn_timer = turn_timer + 1;
   if (turn_timer >= 100000000)begin
       Turn_V_Straight_NEW = 1;
    end
   if(Turn_V_Straight)begin
        forward_timer = forward_timer + 1;
        if (forward_timer >= 50000000) begin
            turn_timer =0;
            forward_timer = 0;
            sample_NEW = 1;
            start_turn_NEW = 0;
            Turn_V_Straight_NEW = 0;
        end 
   end
end
        sample = sample_NEW;
        Right_final = Right_final_NEW;
        Left_final = Left_final_NEW;
        Turn_IN = Turn_IN_NEW;
        Turn_V_Straight = Turn_V_Straight_NEW;
        start_turn = start_turn_NEW;
end
assign  FIND_IN_1 = start_turn & ((~Turn_V_Straight  & Turn_IN[1]) | (Turn_V_Straight & Forward_IN[1]));
assign  FIND_IN_2 = start_turn & ((~Turn_V_Straight &  Turn_IN[2]) | (Turn_V_Straight & Forward_IN[2]));
assign  FIND_IN_3 = start_turn & ((~Turn_V_Straight &  Turn_IN[3]) | (Turn_V_Straight & Forward_IN[3]));
assign  FIND_IN_4 = start_turn & ((~Turn_V_Straight &  Turn_IN[4]) | (Turn_V_Straight & Forward_IN[4]));
assign en_A_Find = ~sample;
assign en_B_Find = ~sample;
assign PWM_R = start_turn & ((~Turn_V_Straight & Right_final & PWM_R_R) | (~Turn_V_Straight & Left_final & PWM_R_L) | (Turn_V_Straight & PWM_R_F));
assign PWM_L = start_turn & ((~Turn_V_Straight & Right_final & PWM_L_R) | (~Turn_V_Straight & Left_final & PWM_L_L) | (Turn_V_Straight & PWM_L_F));
assign R_final_signal = Right_final;
assign L_final_signal = Left_final;
endmodule
--- run.sh ---
#!/bin/bash
# OpenROAD 26Q1-2900-gdf79404cd8, Yosys 0.63+post, stock flow scripts
make -C /OpenROAD-flow-scripts/flow DESIGN_CONFIG=/design/flow/config.mk WORK_HOME=/design/flow/orfs finish
==> impl_metrics.csv <==
group,metric,value,unit
status,status,"completed",
yosys,syn-instance-count,1110,
worst_setup_path,path_buffers,5,
die,io_pins,18,
yosys,yosysUniqueCellTypes,69,
finish,drive_gt1_frac,0.0712,
pwr,power_density,125,nW/um^2
worst_setup_path,slowest_stage,"or4_1",
die,die_h,147,um
cts,cts-htree-levels,4,
place,placed_area,11000,um^2
hold_path,hold_class,"flip-flop to flip-flop",
yosys,ys_ff,152,
worst_setup_path,cp-start-kind,"primary input",
global_routing,grt_use_total,0.222,
timing,drv_slew,0,
worst_setup_path,end_kind,"flip-flop",
cts,numCtsBuffers,17,
place,dp_hpwl,15500,um
timing,rsz0062_at_grt,"no",
global_routing,grt_pass1_wl,36700,um
yosys,synth_seq_share,0.431,
timing,tns,0,ns
cts,cts.reportedPaths.clkPinSlew,0.06,ns
finish,post-route-util,0.567,
detailed_routing,num_vias,7909,
worst_setup_path,cp.required,9.17,ns
detailed_routing,wl_per_cell,15.5,um
timing,period_used_share,0.921,
yosys,yosys_area,10500,um^2
global_routing,grt-ovfl-total,0,
yosys,synth-async-reset-ratio,0,
yosys,yosysTopAreaCell,"edfxtp_1",
yosys,synthesis.area,10500,um^2
timing,relSlewSlack,0.423,
finish,fin_cells,1408,
worst_setup_path,startpoint,"RvL",
pwr,p_leak,4.13,nW
die,dieWidth,147,um
pwr,total_power,1.45,mW
timing,finalSetupViolations,0,
worst_setup_path,cp_max_fo,45,
job,tool_warnings,27,
timing,fin_crit,8.29,ns
yosys,netlist.area_leader.share,0.423,
hold_path,hp-start,"Turn_IN_NEW[3]",
cts,clock_latency,0.42,ns
timing,fin_worst_skew,0.00898,ns
yosys,area_leaders,"edfxtp_1 (42%), nor2_1 (7.8%), ha_1 (7.1%), xor2_1 (6.6%), xnor2_1 (4.8%)",
place,gp_congestion,0.912,
pwr,ir_drop,0.107,mV
finish,combGateArea,5680,um^2
place,placedCellCount,1376,
detailed_routing,drc,0,
timing,timing.hold.ws,0.442,ns
finish,area_growth,10.3,%
timing,clock.fmax,121,MHz
global_routing,grt_pass1_vias,7374,
worst_setup_path,cp.arrival,8.46,ns
cts,cts_tree,"done",
worst_setup_path,slowest_delay,0.58,ns
die,dieArea,21600,um^2
timing,worst_slack,0.707,ns
worst_setup_path,crit_type,"primary input to flip-flop",
job,drv_cap,0,
yosys,ys_warn_count,1,
detailed_routing,vias_per_cell,5.62,
finish,final_area,11600,um^2
detailed_routing,route.final.wire_length,21800,um
yosys,avgSynthCellArea,9.46,um^2
place,place_ws,0.185,ns
cts,cts_max_path_buffers,2,
worst_setup_path,crit_family,"simple AND/OR/NAND/NOR gates",
place,port_buffers,17,
detailed_routing,ant_nets,0,
worst_setup_path,rr_startpoint,"Left_tracker[0]",
die,core,20400,um^2
die,rows,52,
finish,ff_latch_area,4530,um^2
detailed_routing,drtIter0Drc,460,
detailed_routing,diodes,0,
die,fp_util,0.514,
timing,hold_viol,0,
finish,fill_cells,1739,
global_routing,antenna_found_initial,0,
detailed_routing,drtPass1Iterations,4,
timing,worst_slew_pin_slew,0.864,ns
yosys,ys_cells,1110,
cts,cts_root_buf,"clkbuf_16",
yosys,synth-edff-count,148,
yosys,ff_type,"edfxtp_1",
global_routing,grt_max_degree,58,
cts,cts.sink_count,152,
[Yosys cell counts, types with 4 or more instances]
master and count:
nand2b_1 14, clkbuf_1 29, xnor2_1 58, a21o_1 5, nor2_1 219, nor3_1 23
o211ai_1 6, o21a_1 8, or2_2 20, a31oi_1 8, nor3b_1 5, and3_1 19
nor4_1 18, dfxtp_1 4, nor2b_1 5, ha_1 60, buf_4 6, and2_1 14
a2111oi_0 4, o21ai_0 18, or4_1 7, a211o_1 5, nand4b_1 5, inv_1 42
nand4_1 54, buf_2 4, nand2_1 77, edfxtp_1 148, o31ai_1 6, a21oi_1 20
nand3_1 40, a211oi_1 4, xor2_1 79, or3_1 5, and4_1 18
[layout make-up]
type / count / share of cell area
clock inverters: 13 / 0.0106
flip-flops and latches: 152 / 0.391
well taps: 270 / 0.0292
clock buffers: 19 / 0.0374
multi-input cells: 878 / 0.490
inverters: 42 / 0.0136
repair buffers: 34 / 0.0279
[what timing repair did]
item	4_1_cts	5_1_grt
hold buffers	0	0
setup endpoints to repair	0	85
buffers inserted	0	0
gates resized	0	1
[where the power goes]
group / leakage [nW] / switching, mW / internal, mW
sequential: 1.33 / 0 / 0.764
combinational: 2.55 / 0.00352 / 0.00478
clock: 0.256 / 0.297 / 0.383
[worst paths after layout]
check                           slack (ns)  cells past startpoint               to
worst max register to register        2.16                     26  sample_count[7]
worst max-delay path                  0.71                     26  sample_count[7]
worst min register to register        0.44                      0       Turn_IN[3]
worst min-delay path                  0.44                      0       Turn_IN[3]
[cell usage in the layout (no fill, tap or decap), types with 23 or more instances in the layout]
| master | instances |
|---|---|
| nor2_1 | 218 |
| nand3_1 | 40 |
| nor3_1 | 23 |
| ha_1 | 60 |
| nand2_1 | 77 |
| edfxtp_1 | 148 |
| xor2_1 | 79 |
| nand4_1 | 54 |
| inv_1 | 42 |
| xnor2_1 | 58 |
[state kept, by name, indices dropped and copies added, names as in the netlist]
name and count:
Turn_V_Straight_NEW 1, Right_Tracker 29, Left_tracker 29, sample_count 29, forward_timer 29, start_turn_NEW 1, Turn_IN 2, sample_NEW 1
Turn_IN_NEW 2, turn_timer 29
[logic make-up after synthesis]
logic type / count (synthesis) / synth area share
XOR/XNOR: 138 / 0.116
adder cells (fa/ha/maj): 62 / 0.0734
flip-flops: 152 / 0.431
multiplexers: 6 / 0.00608
other: 1 / 0.000357
AND-OR/OR-AND: 118 / 0.0807
buffers and inverters: 82 / 0.0319
AND/OR/NAND/NOR: 551 / 0.261
[layer usage]
metal,wire length (um),track usage
met1,11100,0.384
met2,9540,0.322
met3,927,0.0396
met4,263,0.0253
met5,0,0
No activity file was given, so power comes from the tool's default toggle rates.
